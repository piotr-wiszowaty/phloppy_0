$ cat run.sh
#!/bin/bash
# OpenROAD 26Q1-2900-gdf79404cd8, Yosys 0.63+post, stock flow scripts
make -C /OpenROAD-flow-scripts/flow DESIGN_CONFIG=/design/flow/config.mk WORK_HOME=/design/flow/orfs finish
$ cat design.v
`timescale 1ns / 1ps
module main(
    output fdd_sel0_emu,
    output fdd_sel1_emu,
    output fdd_mtr0_emu,
    output chng_emu,
    output index_emu,
    output trk0_emu,
    output wprot_emu,
    output dkrd_emu,
    output rdy_emu,
    input sel0,
    input sel1,
    input sel2,
    input sel3,
    input mtr0,
    input dir,
    input step,
    input dkwdb,
    input dkweb,
    input side,
    input ena0,
    input ena1,
    input ena2,
    input ena3,
    input dkrd_uc,
    input wprot_uc,
    input index_uc,
    output sel0_uc,
    output sel1_uc,
    output dir_uc,
    output step_uc,
    output dkwdb_uc,
    output dkweb_uc,
    output side_uc,
    output emu_vcc_sense,
    input vcc_sense,
    input xclk,
    input flop0_trk0,
    input flop1_trk0,
    input flop2_trk0,
    input flop3_trk0,
    input debug2_uc,
    input debug3_uc,
    output debug2,
    output debug3,
    output debug4);
wire sel2_uc;
wire sel3_uc;
wire emu_sel = ~(sel0_uc & sel1_uc & sel2_uc & sel3_uc);
reg ena0_t = 0;
reg ena0_tt = 0;
reg ena1_t = 0;
reg ena1_tt = 0;
reg ena2_t = 0;
reg ena2_tt = 0;
reg ena3_t = 0;
reg ena3_tt = 0;
reg step_t = 1;
reg step_tt = 1;
reg sel0_t = 1;
reg sel0_tt = 1;
reg sel1_t = 1;
reg sel1_tt = 1;
reg sel2_t = 1;
reg sel2_tt = 1;
reg sel3_t = 1;
reg sel3_tt = 1;
reg chng0_emu = 1;
reg chng1_emu = 1;
reg chng2_emu = 1;
reg chng3_emu = 1;
reg chng0_phys = 1;
reg chng1_phys = 1;
reg chng2_phys = 1;
reg chng3_phys = 1;
function rising_edge;
    input t, tt;
    begin
        rising_edge = ~tt & t;
    end
endfunction
function falling_edge;
    input t, tt;
    begin
        falling_edge = tt & ~t;
    end
endfunction
always @(posedge xclk) begin
    {ena0_t, ena0_tt} <= {ena0, ena0_t};
    {ena1_t, ena1_tt} <= {ena1, ena1_t};
    {ena2_t, ena2_tt} <= {ena2, ena2_t};
    {ena3_t, ena3_tt} <= {ena3, ena3_t};
    {step_t, step_tt} <= {step, step_t};
    {sel0_t, sel0_tt} <= {sel0, sel0_t};
    {sel1_t, sel1_tt} <= {sel1, sel1_t};
    {sel2_t, sel2_tt} <= {sel2, sel2_t};
    {sel3_t, sel3_tt} <= {sel3, sel3_t};
    if (rising_edge(ena0_t, ena0_tt))
        chng0_emu <= 0;
    else if (ena0_tt & ~sel0_tt & rising_edge(step_t, step_tt))
        chng0_emu <= 1;
    if (falling_edge(ena0_t, ena0_tt))
        chng0_phys <= 0;
    else if (~ena0_tt & ~sel0_tt & rising_edge(step_t, step_tt))
        chng0_phys <= 1;
    if (rising_edge(ena1_t, ena1_tt))
        chng1_emu <= 0;
    else if (ena1_tt & ~sel1_tt & rising_edge(step_t, step_tt))
        chng1_emu <= 1;
    if (falling_edge(ena1_t, ena1_tt))
        chng1_phys <= 0;
    else if (~ena1_tt & ~sel1_tt & rising_edge(step_t, step_tt))
        chng1_phys <= 1;
    if (rising_edge(ena2_t, ena2_tt))
        chng2_emu <= 0;
    else if (ena2_tt & ~sel2_tt & rising_edge(step_t, step_tt))
        chng2_emu <= 1;
    if (falling_edge(ena2_t, ena2_tt))
        chng2_phys <= 0;
    else if (~ena2_tt & ~sel2_tt & rising_edge(step_t, step_tt))
        chng2_phys <= 1;
    if (rising_edge(ena3_t, ena3_tt))
        chng3_emu <= 0;
    else if (ena3_tt & ~sel3_tt & rising_edge(step_t, step_tt))
        chng3_emu <= 1;
    if (falling_edge(ena3_t, ena3_tt))
        chng3_phys <= 0;
    else if (~ena3_tt & ~sel3_tt & rising_edge(step_t, step_tt))
        chng3_phys <= 1;
end
assign fdd_sel0_emu = ~vcc_sense | (ena0 ? 1 : sel0);
assign fdd_sel1_emu = ~vcc_sense | 1;
assign fdd_mtr0_emu = ~vcc_sense | (ena0 ? 1 : mtr0);
assign chng_emu     = ~vcc_sense | (~sel0_uc ? chng0_emu :
                                    ~sel1_uc ? chng1_emu :
                                    ~sel2_uc ? chng2_emu :
                                    ~sel3_uc ? chng3_emu :
                                    ~sel0 ? chng0_phys :
                                    ~sel1 ? chng1_phys :
                                    ~sel2 ? chng2_phys :
                                    ~sel3 ? chng3_phys :
                                    1);
assign index_emu    = ~vcc_sense | (emu_sel ? index_uc : 1);
assign trk0_emu     = ~vcc_sense | (~sel0_uc ? flop0_trk0 : ~sel1_uc ? flop1_trk0 : ~sel2_uc ? flop2_trk0 : ~sel3_uc ? flop3_trk0 : 1);
assign wprot_emu    = ~vcc_sense | (emu_sel ? wprot_uc : 1);
assign dkrd_emu     = ~vcc_sense | (emu_sel ? dkrd_uc : 1);
assign rdy_emu      = ~vcc_sense | (emu_sel ? 0 : 1);
assign sel0_uc = ena0 ? sel0 : 1;
assign sel1_uc = ena1 ? sel1 : 1;
assign sel2_uc = ena2 ? sel2 : 1;
assign sel3_uc = ena3 ? sel3 : 1;
assign dir_uc = emu_sel ? dir : 1;
assign step_uc = emu_sel ? step : 1;
assign dkwdb_uc = emu_sel ? dkwdb : 1;
assign dkweb_uc = emu_sel ? dkweb : 1;
assign side_uc = emu_sel ? side : 1;
assign emu_vcc_sense = vcc_sense;
assign debug2 = debug2_uc;
assign debug3 = debug3_uc;
assign debug4 = dir;
endmodule
$ cat constraint.sdc
current_design main

set clk_period 2.1
set clk_io_pct 0.2

create_clock -name clk0 -period $clk_period [get_ports {xclk}]

set non_clock_inputs [all_inputs -no_clocks]
set_input_delay [expr $clk_period * $clk_io_pct] -clock clk0 $non_clock_inputs
set_output_delay [expr $clk_period * $clk_io_pct] -clock clk0 [all_outputs]
$ cat config.mk
export PLATFORM = sky130hd
export DESIGN_NAME = main
export DESIGN_NICKNAME = main
export VERILOG_FILES = /design/flow/design.v
export SDC_FILE = /design/flow/constraint.sdc
export NUM_CORES = 4
export LEC_CHECK = 1
export CORE_AREA = 10 10 83 83
export DIE_AREA = 0 0 93 93
==> qor.json <==
{
  "synth_sequential_area_ratio": {"value": 0.5554},
  "overall_power": {"value": 1142, "unit": "µW"},
  "grt_setup_unrepaired": {"value": "false"},
  "ws_path_type": {"value": "in -> out"},
  "worstHoldPathCells": {"value": 0},
  "setup_slack": {"value": 0.05938, "unit": "ns"},
  "power.share.switching": {"value": 0.2030},
  "async_flop_share": {"value": 0},
  "synthTopLogicFamily": {"value": "simple AND/OR/NAND/NOR gates"},
  "chip_area": {"value": 8649, "unit": "µm²"},
  "clock-sinks": {"value": 26},
  "sequential_share_of_power": {"value": 0.477},
  "ys_dominant_reg_cell": {"value": "dfxtp_1"},
  "vdd_ir_drop_max": {"value": 0.4188, "unit": "mV"},
  "ys_cells": {"value": 95},
  "worstHoldPathType": {"value": "reg -> reg"},
  "gp_congestion": {"value": 0.7879},
  "crit_chain": {"value": "dlygate4sd2_1 > nor2b_4 > nor2_4 > nand3_4 > nand2_2 > clkdlybuf4s50_1"},
  "stdcell_area": {"value": 1674, "unit": "µm²"},
  "syn_avg_cell_area": {"value": 9.865, "unit": "µm²"},
  "ys_seq_elements": {"value": 26},
  "critical_path.startpoint_type": {"value": "input pin"},
  "worst-endpoint-arrival": {"value": 1.62, "unit": "ns"},
  "timing.rr.end": {"value": "chng0_emu$_SDFFE_PP0P_"},
  "io_buffers": {"value": 39},
  "post_synth_instance_area": {"value": 937.1, "unit": "µm²"},
  "standard_cell_area_after_detailed_placement": {"value": 1464, "unit": "µm²"},
  "detail_route.vias_per_cell": {"value": 3.780},
  "wirelength": {"value": 2683, "unit": "µm"},
  "cp.required": {"value": 1.68, "unit": "ns"},
  "hold_ws": {"value": 0.3327, "unit": "ns"},
  "share_of_final_layout_standard_cells_stronger_than_drive_strength_1": {"value": 0.2739},
  "die_extent_in_y": {"value": 93, "unit": "µm"},
  "worst_path_max_delay_cell": {"value": "clkdlybuf4s50_1"},
  "clockPowerShare": {"value": 0.350},
  "clk_root_buffer_cell": {"value": "clkbuf_8"},
  "setup_viol": {"value": 0},
  "grt_antenna_before_repair": {"value": 0},
  "hold_bufs_at_cts": {"value": 0},
  "floorplan.initialDensity": {"value": 0.1823},
  "max_clock_freq": {"value": 490.0, "unit": "MHz"},
  "holdCritStartpoint": {"value": "sel2_t$_DFF_P_"},
  "floorplan.io_pins": {"value": 45},
  "final_antenna_net_count": {"value": 0},
  "fin_crit_share": {"value": 0.9717},
  "warning_count": {"value": 25},
  "cts_made_buffers": {"value": 3},
  "crit_path_end_kind": {"value": "primary output"},
  "power_density_over_the_cells": {"value": 682.2, "unit": "nW/µm²"},
  "synthToLayoutAreaGrowth": {"value": 78.64, "unit": "%"},
  "area_figure_in_the_yosys_stat_output": {"value": 937.1, "unit": "µm²"},
  "path_max_fanout": {"value": 4},
  "htree_num_levels": {"value": 1},
  "period_needed": {"value": 2.041, "unit": "ns"},
  "synth-compound-area-share": {"value": 0.1642},
  "placement_row_count": {"value": 26},
  "synth.cellmix.simpleShare": {"value": 0.2003},
  "drc": {"value": 0},
  "wire_per_inst": {"value": 11.82, "unit": "µm"},
  "synth-edff-count": {"value": 0},
  "max-clock-path-buffers": {"value": 2},
  "p_int": {"value": 910.2, "unit": "µW"},
  "finClkSkew": {"value": 0.003738, "unit": "ns"},
  "cpPeakStageDelay": {"value": 0.46, "unit": "ns"},
  "mux_area_frac": {"value": 0},
  "yosys_warnings": {"value": 1},
  "power_frac_comb": {"value": 0.173},
  "detailroute.via_count": {"value": 858},
  "grt_pass1_wl": {"value": 4119, "unit": "µm"},
  "synth_xor_xnor_area_share": {"value": 0},
  "worst-r2r-setup-slack": {"value": 1.09, "unit": "ns"},
  "synth_adder_area_share": {"value": 0},
  "hold_vio_cnt_final": {"value": 0},
  "clock.latency.late_pin": {"value": 0.26, "unit": "ns"},
  "power.switching": {"value": 231.9, "unit": "µW"},
  "core_area": {"value": 5140, "unit": "µm²"},
  "place.detailed.hpwl": {"value": 2161, "unit": "µm"},
  "n_antenna_cell": {"value": 0},
  "tritoncts_clock_tree": {"value": "yes"},
  "r2r_path_start": {"value": "step_tt$_DFF_P_"},
  "worst_r2r_path_depth": {"value": 4},
  "synthDistinctLibCells": {"value": 26},
  "total_grt_usage": {"value": 0.05911},
  "netlist_instances": {"value": 95},
  "power_leakage": {"value": 0.0007195, "unit": "µW"},
  "first_iter_violations": {"value": 16},
  "timing.max_cap.violations": {"value": 0},
  "min_delay_worst_endpoint": {"value": "sel2_tt$_DFF_P_"},
  "outcome": {"value": "completed"},
  "finalMaxSlewViolations": {"value": 0},
  "place_worst_setup_slack": {"value": -0.3989, "unit": "ns"},
  "worst_setup_hold_path_clk_slew": {"value": 0.08, "unit": "ns"},
  "grt_overflow_total": {"value": 0},
  "dieWidth": {"value": 93, "unit": "µm"},
  "grt_max_degree": {"value": 16},
  "first_global_vias": {"value": 833},
  "firstDrtPassIters": {"value": 4},
  "setup_total_negative_slack": {"value": 0, "unit": "ns"}
}
## worst max path at each step
stage / startpoint / end / slack, ns / depth (start not counted)
global route: ena1 / rdy_emu / 0.005 / 6
finish: ena1 / rdy_emu / 0.06 / 6
CTS: ena1 / rdy_emu / 0.004 / 6
## metal layers
layer  GRT usage  share of wire  wire, µm  vias up
met1     0.06474           0.39      1055      392
met4    0.006427         0.0075        20        0
met5           0              0         0        -
met3     0.01373          0.035        94        2
li1            -              -         -      449
met2      0.1151           0.56      1513       15
## final cells by class
| type | instances | area [µm²] |
|---|---|---|
| fillers | 549 | 3466 |
| inverters | 8 | 30.03 |
| well taps | 70 | 87.58 |
| multi-input cells | 56 | 404.1 |
| flip-flops and latches | 26 | 520.5 |
| clock buffers | 3 | 41.29 |
| repair buffers | 63 | 560.5 |
| clock inverters | 1 | 30.03 |
## kinds of logic after synthesis
group                  after synthesis
and+or+nand+nor                     29
DFF                                 26
AOI/OAI and AO/OA                   25
buffers and inverters               14
other                                1
## metrics by stage
stage,std cells,utilization
2_1_floorplan,95,-
3_3_place_gp,210,0.2848
3_5_place_dp,210,0.2848
4_1_cts,223,0.3167
5_1_grt,227,0.3257
6_report,227,0.3257
## critical path, delay by kind of cell
kind / cells / cell delay (ns)
buf+inv: 2 / 0.70
simple gates: 4 / 0.49
## power by group through the flow
| stage | Clock (µW) | Sequential [µW] | Combinational, µW |
|---|---|---|---|
| CTS | 412 | 545 | 189 |
| global route | 433 | 548 | 217 |
| finish | 400 | 545 | 197 |
## placed cells by master (no fill, tap or decap), types with 2 or more instances in the layout
master           count
o31ai_1              4
nor2b_4              2
dlygate4sd2_1       17
buf_4               21
o21ai_0              6
or3b_2               2
dfxtp_1             26
inv_1                8
buf_6                3
clkbuf_8             3
nand2b_1             6
dlymetal6s2s_1       2
nand3_4              2
nor2_1               5
a21oi_1              9
nand3b_1             3
nand4_1              2
clkdlybuf4s50_1     18
nand2b_4             2
## synth_stat cells, types with 2 or more instances
cell type	instances	area (µm²)
nor2_1	5	18.77
nand2b_1	7	43.79
a21oi_1	10	50.05
dfxtp_1	26	520.5
inv_1	8	30.03
nand3b_1	3	22.52
buf_4	5	37.54
o21ai_0	7	35.03
nand2_1	2	7.510
or3b_2	2	17.52
nand4_1	2	12.51
o31ai_1	4	30.03
## what timing repair did
action	CTS	global route
setup endpoints to repair	15	9
buffers inserted	8	4
resized	31	7
cloned	1	0
pin swaps	8	5
Power is estimated from default activity; no workload was simulated.
